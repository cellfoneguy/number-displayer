==> design.v <==
`default_nettype none
module Comparator
  (input  logic [3:0] A, B, 
   output logic AeqB);
   assign AeqB = (A == B);
endmodule: Comparator
module BCDOneDigitAdd
  (input  logic [3:0] A, B, 
   input  logic       Cin, 
   output logic [3:0] Sum, 
   output logic       Cout);
   always_comb
     {Cout, Sum} = A + B + Cin;
endmodule: BCDOneDigitAdd
module triAdd
  (input logic [3:0] A, B, C,
   output logic [3:0] sum1, sum2);
   logic C1, C2;
   logic [3:0] secsum;
   BCDOneDigitAdd add1(A, B, 1'b0, secsum, C1);
   BCDOneDigitAdd add2(secsum, C, 1'b0, sum2, C2);
   assign sum1 = {2'b00, C1} + {2'b00, C2};
endmodule:triAdd
module Adder
  (input  logic [3:0] num1, num2, num3,  
   input logic [3:0] num4, num5, num6,  
   input logic [3:0] num7, num8, num9,  
   output logic [3:0] sum1A, sum2A, sum3A,  
   output logic [3:0] sum4A, sum5A, sum6A,  
   output logic [3:0] sum7A, sum8A,  
   output logic [3:0] sum1B, sum2B, sum3B,  
   output logic [3:0] sum4B, sum5B, sum6B,  
   output logic [3:0] sum7B, sum8B);  
   triAdd a1(num1, num2, num3, sum1A, sum1B);
   triAdd a2(num4, num5, num6, sum2A, sum2B);
   triAdd a3(num7, num8, num9, sum3A, sum3B);
   triAdd a4(num1, num4, num7, sum4A, sum4B);
   triAdd a5(num2, num5, num8, sum5A, sum5B);
   triAdd a6(num3, num6, num9, sum6A, sum6B);
   triAdd a7(num1, num5, num9, sum7A, sum7B);
   triAdd a8(num3, num5, num7, sum8A, sum8B);
endmodule: Adder
module isMagicShell
  (input  logic [3:0] num1, num2, num3,  
   input  logic [3:0] num4, num5, num6,  
   input  logic [3:0] num7, num8, num9,  
   output logic [3:0] sum1, sum2,   
   output logic       it_is_magic);
endmodule: isMagicShell
==> run.sh <==
#!/bin/bash
# OpenROAD 26Q1-2900-gdf79404cd8, Yosys 0.63+post, stock flow scripts
make -C /OpenROAD-flow-scripts/flow DESIGN_CONFIG=/design/flow/config.mk WORK_HOME=/design/flow/orfs finish
==> config.mk <==
export PLATFORM = sky130hd
export DESIGN_NAME = Adder
export DESIGN_NICKNAME = Adder
export VERILOG_FILES = /design/flow/design.v
export SDC_FILE = /design/flow/constraint.sdc
export NUM_CORES = 4
export LEC_CHECK = 1
export CORE_UTILIZATION = 40
==> constraint.sdc <==
current_design Adder

set clk_period 4.2
set clk_io_pct 0.2

create_clock -name clk0 -period $clk_period

set non_clock_inputs [all_inputs -no_clocks]
set_input_delay [expr $clk_period * $clk_io_pct] -clock clk0 $non_clock_inputs
set_output_delay [expr $clk_period * $clk_io_pct] -clock clk0 [all_outputs]
==> deck_impl_summary.md <==
Physical Implementation Snapshot

Die
  – Number of rows in the core area: 27
  – Number of placed I/O pins: 100
  – Pre-placement core utilization: 41.47%
  – Die ar.: 5979 µm²
  – Die Y: 77.33 µm
  – Die W: 77.33 µm
  – Area of the core: 5473 µm²

Drt
  – Wire per inst: 11.56 µm
  – Tally of nets with antenna violations remaining after routing: 0
  – DR vias: 2,002
  – Average via count per standard cell: 4.449
  – Drt initial violations: 26
  – Count of unresolved DRC violations after routing: 0
  – Total iterations of the first detailed-routing run: 13
  – Total antenna diodes in the routed design: 0
  – Total Wirelength: 5204 µm

Synth
  – Yosys cell count: 242
  – Area leader share: 40.24%
  – Distinct lib cells: 15
  – Netlist area before placement: 2270 µm²
  – Most frequent cells after synthesis: sky130_fd_sc_hd__ha_1 (73), sky130_fd_sc_hd__inv_1 (29), sky130_fd_sc_hd__a21o_1 (27), sky130_fd_sc_hd__xnor2_1 (25)
  – Area share of fa/ha/maj cells after synthesis: 54.36%
  – Leading cell type by number of instances after synthesis: sky130_fd_sc_hd__ha_1
  – AND-OR/OR-AND Cells, Area Fraction: 17.14%
  – Syn Area/Cell: 9.379 µm²
  – Mux area share: 0%
  – Post-synthesis xor/xnor area fraction: 12.35%
  – Post-synthesis cell count: 242
  – Top logic cell family in the synthesized netlist: adder cells
  – And+or+nand+nor area frac: 5.899%
  – Largest area contributor in the synthesized netlist: sky130_fd_sc_hd__ha_1
  – Yosys Chip Area: 2270 µm²
  – Top cells by area: sky130_fd_sc_hd__ha_1 (40%), sky130_fd_sc_hd__fa_1 (14%), sky130_fd_sc_hd__xnor2_1 (9.6%)
  – Synth warn: 1
  – Sequential cell area fraction in the yosys report: 0%

Worst hold path
  – Kind of path behind the tightest hold check: in -> out
  – Startpoint of the worst hold path: num3[0]
  – Number of instances on the worst hold path: 4
  – Worst hold path endpoint: sum1B[0]

GRT
  – Number of antenna violations at the first check in global routing: 0
  – Global-route wire length before repair: 8721 µm
  – Via count of the first global-routing pass: 1,958
  – Global-route total usage across every layer: 18.81%
  – Largest net degree at the start of global routing: 7
  – Global route total overflow: 0

Final layout
  – Non-filler cells, final: 450
  – Number of clock buffers in the layout: 0
  – Area of the multi-input gates: 2165 µm²
  – Fillers: 507
  – Register area: 0 µm²
  – Final sequential cell count: 0
  – Layout overhead on the synthesized area: 58.16%
  – Area of all placed cells without fillers: 3590 µm²
  – Share of post-route cells with drive strength above 1: 25.40%

Placement
  – Final weighted congestion in routability-driven placement: 0.8182
  – Post-DP HPWL: 4853 µm
  – Worst slack, placed: -0.4004 ns
  – Total instance count after detailed placement: 449
  – Number of port buffers: 84
  – Area after DPL: 3527 µm²

Worst setup path
  – Maximum net fanout on the critical path: 2
  – Crit path required time: 3.36 ns
  – Type of origin of the critical path: input port
  – Cell type of the slowest stage on the worst timing path: sky130_fd_sc_hd__fa_2
  – Cells traversed along the worst timing path: dlygate4sd2_1 -> ha_2 -> inv_1 -> fa_2 -> inv_1 -> fa_2 -> a21o_1 -> a21o_1 -> ha_1 -> clkdlybuf4s50_1
  – CP Class: in -> out
  – Largest stage delay on the critical path: 0.51 ns
  – Endpoint class of the critical path: output port
  – Critical path data arrival time: 3.29 ns

Final timing
  – RSZ-0062 raised after global routing: false
  – Clock period minus final worst setup slack: 4.133 ns
  – Post-layout period usage of the worst path: 98.40%
  – Total negative slack for setup checks: 0 ns
  – Finish-stage setup viols: 0
  – Number of hold violations in the final report: 0
  – Final setup slack of the worst path: 0.06740 ns
  – Fin. max-slew vios: 0
  – Tightest hold margin: 2.502 ns
  – Top achievable clock speed: 242.0 MHz

Job
  – Number of warnings in the stage logs: 33
  – Count of maximum capacitance violations: 0

Power
  – Worst supply voltage drop on vdd: 0.1197 mV
  – Pleak: 0.001908 µW
  – Ratio of total power to cell area: 210.1 nW/µm²

Outcome
  – Outcome: completed
[metal layers]
metal / wire, µm / track usage (%)
met1: 2517 / 27.42
met3: 175 / 0.6046
met4: 0 / 0.5660
met2: 2512 / 32.92
met5: 0 / 0
[report_power, final]
part,total (µW),switching (µW),internal (µW)
sequential,0,0,0
combinational,754,244,510
clock,0,0,0
total,754,244,510
[worst max-delay path, delay by kind of cell]
| family | cells | cell delay (ns) |
|---|---|---|
| adders and majority gates | 4 | 1.31 |
| buffers and inverters | 4 | 0.80 |
| AOI/OAI and AO/OA | 2 | 0.34 |
[worst max-delay path by stage]
stage        from  endpoint  depth (start not counted)
6_report  num6[0]  sum6A[0]                         10
5_1_grt   num6[0]  sum6A[0]                         10
4_1_cts   num6[1]  sum6A[0]                          9
[cell usage in the layout, fill, tap and decap left out, drive strengths merged]
cell and instances:
fa 16, conb 16, xor2 7, nand3 1, inv 29, nand2b 10
a21oi 16, nor2b 10, a21o 27, buf 54, ha 73, xnor2 25
clkbuf 4, o21ai 10, dlygate4sd2 8, clkdlybuf4s50 66, dlymetal6s2s 5, nand2 1
[cell families (layout without fill, tap and decap cells)]
family | after synthesis | after routing
AOI/OAI and AO/OA | 53 | 53
xor gates and xnor gates | 32 | 32
adders and majority gates | 89 | 89
buffers and inverters | 45 | 166
other | 1 | 16
and+or+nand+nor | 22 | 22
[layout make-up]
cell class                 count  area share, %
multi-input combinational    212          60.30
timing repair buffer         137          34.09
inverter                      29          3.102
tap                           72          2.510
[metrics by stage]
stage | power, µW | util, %
3_5_place_dp | 757.5 | 64.45
3_3_place_gp | 754.8 | 64.45
2_1_floorplan | 301.3 | -
4_1_cts | 766.3 | 65.11
6_report | 754.1 | 65.59
5_1_grt | 847.7 | 65.59
[timing repair]
action,CTS,global route
setup buffers,1,0
pin swaps,3,5
hold buffers,0,0
resized,37,19
setup endpoints to repair,30,10
Power and IR drop assume default switching activity.
