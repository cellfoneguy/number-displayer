==> design.v <==
`default_nettype none
module BCDtoSevenSegment
  (input logic [3:0] bcd,
   output logic [6:0] segment);
  always_comb
    case({bcd})
      4'b0000: segment =  7'b100_0000;
      4'b0001: segment =  7'b111_1001;
      4'b0010: segment =  7'b010_0100;
      4'b0011: segment =  7'b011_0000;
      4'b0100: segment =  7'b001_1001;
      4'b0101: segment =  7'b001_0010;
      4'b0110: segment =  7'b000_0010;
      4'b0111: segment =  7'b111_1000;
      4'b1000: segment =  7'b000_0000;
      4'b1001: segment =  7'b001_1000;
      default: segment =  7'b111_1111;
    endcase
endmodule: BCDtoSevenSegment
module SevenSegmentDigit
  (input logic[3:0] bcd,
   output logic[6:0] segment,
   input logic blank);
  logic [6:0] decoded;
  BCDtoSevenSegment b2ss(bcd, decoded);
  assign segment = (blank) ? decoded:7'b111_1111;
endmodule: SevenSegmentDigit
module ChipInterface
  (output logic [6:0]  HEX7, HEX6, HEX5, HEX4, HEX3, HEX2, HEX1, HEX0,
   input  logic [17:0] SW,
   input  logic [2:0]  KEY);
  logic [3:0] b0,b1,b2,b3,b4,b5,b6,b7;
  always_comb begin
    b0=SW[7:4];
    b1=SW[7:4];
    b2=SW[7:4];
    b3=SW[7:4];
    b4=SW[7:4];
    b5=SW[7:4];
    b6=SW[7:4];
    b7=SW[7:4];
    case ({!KEY[2],!KEY[1],!KEY[0]})
      3'b000: b0 = SW[3:0];
      3'b001: b1 = SW[3:0];
      3'b010: b2 = SW[3:0];
      3'b011: b3 = SW[3:0];
      3'b100: b4 = SW[3:0];
      3'b101: b5 = SW[3:0];
      3'b110: b6 = SW[3:0];
      3'b111: b7 = SW[3:0];
    endcase
  end
  SevenSegmentControl ssc(HEX7, HEX6, HEX5, HEX4, HEX3, HEX2, HEX1, HEX0,
                          b7,b6,b5,b4,b3,b2,b1,b0,
                          SW[17:10]);
endmodule: ChipInterface
module SevenSegmentControl
  (output logic [6:0] HEX7, HEX6, HEX5, HEX4, HEX3, HEX2, HEX1, HEX0,
   input logic [3:0] BCD7, BCD6, BCD5, BCD4, BCD3, BCD2, BCD1, BCD0,
   input logic [7:0] turn_on);
  SevenSegmentDigit ssd0(BCD0,HEX0,turn_on[0]);
  SevenSegmentDigit ssd1(BCD1,HEX1,turn_on[1]);
  SevenSegmentDigit ssd2(BCD2,HEX2,turn_on[2]);
  SevenSegmentDigit ssd3(BCD3,HEX3,turn_on[3]);
  SevenSegmentDigit ssd4(BCD4,HEX4,turn_on[4]);
  SevenSegmentDigit ssd5(BCD5,HEX5,turn_on[5]);
  SevenSegmentDigit ssd6(BCD6,HEX6,turn_on[6]);
  SevenSegmentDigit ssd7(BCD7,HEX7,turn_on[7]);
endmodule: SevenSegmentControl
==> run.sh <==
#!/bin/bash
# OpenROAD 26Q1-2900-gdf79404cd8, Yosys 0.63+post, stock flow scripts
make -C /OpenROAD-flow-scripts/flow DESIGN_CONFIG=/design/flow/config.mk WORK_HOME=/design/flow/orfs finish
==> config.mk <==
export PLATFORM = sky130hd
export DESIGN_NAME = ChipInterface
export DESIGN_NICKNAME = ChipInterface
export VERILOG_FILES = /design/flow/design.v
export SDC_FILE = /design/flow/constraint.sdc
export NUM_CORES = 4
export LEC_CHECK = 1
export CORE_AREA = 10 10 113 113
export DIE_AREA = 0 0 123 123
==> constraint.sdc <==
current_design ChipInterface

set clk_period 5.3
set clk_io_pct 0.2

create_clock -name clk0 -period $clk_period

set non_clock_inputs [all_inputs -no_clocks]
set_input_delay [expr $clk_period * $clk_io_pct] -clock clk0 $non_clock_inputs
set_output_delay [expr $clk_period * $clk_io_pct] -clock clk0 [all_outputs]
==> notes.org <==
* Flow results

** Synth
- For reference, the top logic cell family by area is multiplexers.
- MUX area fraction :: 0.295
- The synthesis report lists the most area-consuming cells as mux2i_1, ha_1, mux2_2.
- Syn avg cell area :: 7.40 µm²
- Per the synthesis report, the adder-cell share of the synthesized area is 0.110.
- AND-OR/OR-AND share of the synthesized area :: 0.272
- Share of the synthesized area in the top cell type :: 0.163
- The cell-mix breakdown from Yosys lists the simple-gate area share as 0.215.
- Per the synthesis report, the dominant area consumer among library cells is mux2i_1.
- For this run, the register share of the synthesized area comes to 0.
- Yosys stat cell total :: 307
- XORs/XNORs by Area :: 0.00771
- Synthesized instance count :: 307
- Number of distinct standard cells referenced by the synthesized netlist :: 50
- Yosys printed 2 warnings.
- The stat command in Yosys gives a chip area of 0.00227 mm².
- The cell area that synthesis handed to floorplanning was 0.00227 mm².

** Floorplan
- In this run the standard cell core region covers 0.0103 mm².
- Top Ports :: 77
- The die covers 0.0151 mm².
- Die H :: 123 µm
- According to the floorplan log, the row count is 37.
- Starting density of the core :: 0.220
- Die x size :: 123 µm

** Worst hold path
- The worst hold path terminates at HEX7[1].
- Worst min path class :: in2out
- The worst hold path passes through 3 cells.
- For the worst min-delay path, the startpoint reported by OpenROAD is SW[17].

** Drt
- Wire per inst :: 15.6 µm
- Sum of routed wire length over all layers :: 7970 µm
- Vias/cell :: 4.77
- Pre-antenna DRT Iters :: 4
- Post-route ant nets :: 0
- In the routed design, unresolved DRC markers number 0.
- The routed design ends up with an antenna cell count of 0.
- DRC violation total after the first TritonRoute iteration :: 156
- Across all layers, the routed design uses 2443 vias.

** Final layout
- In the final layout, the fill cell count is 1075.
- Area growth from synthesis to layout :: 39.5%
- Number of standard cells in the final layout excluding fillers :: 512
- The sequential cells in the finished layout cover a total of 0 µm².
- Share of layout cells above drive strength 1 :: 0.146
- There are 0 flip-flops and latches.
- Design area :: 0.00317 mm²
- Post-layout utilization of the core :: 0.307
- In the finished layout, the clock tree contains a buffer count of 0.

** Global route
- Global routing finished with a remaining overflow of 0.
- The number of global-route vias before repair is 2488.
- The first global-routing pass estimated 12900 µm of wire.
- Summed over all routing layers, the global router reports a total usage of 0.102.
- Initial antenna violation count :: 0
- Pin count of the biggest net entering global routing :: 18

** Worst setup path
- The slowest stage of the critical path is the clkdlybuf4s50_1 cell.
- On the critical path the largest part of the delay comes from buffers and inverters.
- Worst endpoint required time :: 4.24 ns
- Sort of element at the end of the critical path :: primary output
- Data arrives at the worst endpoint at 3.84 ns.
- Among all stages on the critical path, the maximum delay recorded is 0.70 ns.
- Buffers and inverters on the worst path :: 2
- The critical path maximum fanout is 9.
- Series of cell instances along the critical path :: clkdlybuf4s50_1, nor3_4, mux2_2, ha_1, a221oi_1, o21ai_1, clkdlybuf4s50_1
- The cell that appears most often on the critical path is clkdlybuf4s50_1.
- Critical path class :: in2out
- Setup crit start kind :: input pin

** Pwr
- The flow reported a cell area power density of 86.7 mW/mm².
- Power, Total :: 0.275 mW
- Standby leakage power :: 1.33 nW
- In this run the VDD rail shows a maximum IR drop of 35.9 µV.

** Timing
- Max-slew violations :: 0
- Post-route period utilization is reported as 0.924.
- Highest attainable clock frequency :: 0.204 GHz
- The final timing report gives a worst setup slack of 0.403 ns.
- Setup TNS :: 0 ns
- The tightest hold path in the finished design has a slack of 3.11 ns.
- Headroom to the max-slew limit came out at 0.416.
- Setup repair after global routing missed its margin :: false
- Worst slew pin tran :: 0.866 ns
- Final setup violation count :: 0
- Final period demand of the worst path :: 4.90 ns
- The final hold violation count recorded for this run is 0.

** Run
- The tool warning count for the run is 46.
- The report counts max-capacitance violations totalling 0.

** Placed design
- Detailed placement finished with a half-perimeter wire length of 6330 µm.
- Input and output buffers added on the ports amount to 75.
- After its last routability iteration, the placer logged a weighted congestion of 0.943.
- Placed cell areas :: 0.00317 mm²
- Pre-CTS setup slack :: 0.413 ns
- Placed cells :: 512

** Clock tree
- PostCTS Resize Cnt :: 0
- In this run, post-CTS hold repair placed 0 buffers.
- In this run the post-CTS setup repair buffer count came out at 0.

** Outcome
- Run status :: complete, no violations
## power breakdown
| group | internal (mW) | leakage [nW] | total (mW) | switching, mW |
|---|---|---|---|---|
| Clock | 0 | 0 | 0 | 0 |
| Combinational | 0.147 | 1.33 | 0.275 | 0.128 |
| Sequential | 0 | 0 | 0 | 0 |
| Total | 0.147 | 1.33 | 0.275 | 0.128 |
## placed cells by master (no fill, tap or decap), types with 5 or more instances in the layout
| cell type | n |
|---|---|
| o21ai_1 | 9 |
| ha_1 | 20 |
| a211oi_1 | 15 |
| nand3_1 | 7 |
| nand2_1 | 17 |
| a31oi_1 | 5 |
| nor3_1 | 7 |
| mux2_2 | 20 |
| inv_1 | 22 |
| o22ai_1 | 5 |
| nor2b_1 | 7 |
| buf_4 | 16 |
| mux2i_1 | 37 |
| o21ai_0 | 23 |
| nand3b_1 | 5 |
| a21oi_1 | 15 |
| and2_1 | 7 |
| nor2_1 | 15 |
| clkdlybuf4s50_1 | 75 |
| nand2b_1 | 6 |
## final cells by class
type                       instances  area, µm²  share of cell area
tap                              136        170              0.0537
multi-input combinational        263       2040               0.645
inverter                          22       82.6              0.0261
timing repair buffer              91        871               0.275
## metal layers
| metal | global-route usage | share of wire | wire [µm] |
|---|---|---|---|
| met1 | 0.140 | 0.47 | 3740 |
| met3 | 0.0139 | 0.066 | 530 |
| met2 | 0.170 | 0.46 | 3630 |
| met4 | 0.0146 | 0.0084 | 67 |
| met5 | 0 | 0 | 0 |
## worst max-delay path by stage
stage / cells past startpoint / startpoint / to / slack [ns]
after CTS: 7 / KEY[1] / HEX7[1] / 0.41
final: 7 / KEY[1] / HEX7[1] / 0.40
after global routing: 7 / KEY[1] / HEX7[1] / 0.27
## cell usage after synthesis (7+ instances only)
library cell,number
a211oi_1,15
a21oi_1,15
and2_1,7
clkbuf_1,8
ha_1,20
inv_1,22
mux2_2,20
mux2i_1,37
nand2_1,17
nand3_1,7
nor2_1,15
nor2b_1,7
nor3_1,7
o21ai_0,23
o21ai_1,9
## kinds of logic (layout without fill, tap and decap cells)
logic type               after synthesis  count (layout)
AND-OR/OR-AND                         96              96
AND/OR/NAND/NOR                       83              83
multiplexers                          62              62
buffers and inverters                 44             113
adder cells (fa/ha/maj)               20              20
XOR/XNOR                               2               2
Power is estimated from default activity; no workload was simulated.
